--- design.v ---
module moveball(
	input clk,
	input [9:0] lpad,
	input [9:0] rpad,
	output reg [13:0] out_score,
	output reg [9:0] x_location,
	output reg [9:0] y_location,
	output reg xbounce
	);
	reg ybounce;
always @(posedge clk)
	begin
		if ((y_location + 15 > (rpad)) && (y_location < (rpad + 85)) && (x_location == 605-30) && (xbounce == 0))
		begin
			xbounce <= 1;
			out_score <= out_score + 1;
		end
		else if ((y_location + 15 > (lpad)) && (y_location < (lpad + 85)) && (x_location == 10) && (xbounce == 1))
		begin
			xbounce <= 0;
			out_score <= out_score + 1;
		end
		else if (x_location == 620-30)
		begin
			x_location <= 20;
			out_score <= 0;
		end
		else if (x_location == 0)
		begin
			x_location <= (605 - 30);
			out_score <= 0;
		end		
		if ((x_location < 620 - 30) && (xbounce == 0)) x_location <= x_location + 1;
		else if ((x_location > 0) && (xbounce == 1)) x_location <= x_location - 1;
		if ((y_location < 480 - 30) && (ybounce == 0)) y_location <= y_location + 1;
		else if (ybounce == 0) ybounce <=1;
		else if (y_location > 0) y_location <= y_location - 1;
		else ybounce <= 0;
	end
endmodule
module movepaddle(
	input up,
	input down,
	input clk,
	output reg [9:0] paddlepos
	);
	always @(posedge clk)
	begin
		if ((paddlepos > 0) && !up) paddlepos <= paddlepos -1;
		else if ((paddlepos < 480-100) && !down) paddlepos <= paddlepos +1;
	end
endmodule
--- run.sh ---
#!/bin/bash
# OpenROAD 26Q1-2900-gdf79404cd8, Yosys 0.63+post, stock flow scripts
make -C /OpenROAD-flow-scripts/flow DESIGN_CONFIG=/design/flow/config.mk WORK_HOME=/design/flow/orfs finish
--- config.mk ---
export PLATFORM = sky130hd
export DESIGN_NAME = moveball
export DESIGN_NICKNAME = moveball
export VERILOG_FILES = /design/flow/design.v
export SDC_FILE = /design/flow/constraint.sdc
export NUM_CORES = 4
export LEC_CHECK = 1
export CORE_UTILIZATION = 50
--- constraint.sdc ---
current_design moveball

set clk_period 5.8
set clk_io_pct 0.2

create_clock -name clk0 -period $clk_period [get_ports {clk}]

set non_clock_inputs [all_inputs -no_clocks]
set_input_delay [expr $clk_period * $clk_io_pct] -clock clk0 $non_clock_inputs
set_output_delay [expr $clk_period * $clk_io_pct] -clock clk0 [all_outputs]
==> flow_summary.json <==
{
  "post_cts_buffers": 0,
  "power_per_cell_area_mw_per_mm2": 216,
  "ys_area_sq_mm": 0.00374,
  "portBuffers": 55,
  "p_switching_w": 0.000326,
  "layout_top_cells": "ha_1, clkdlybuf4s50_1, inv_1, edfxtp_1, nor2_1",
  "worst_r2r_endpoint": "out_score[11]",
  "register_area_sq_mm": 0.00107,
  "nFillCells": 630,
  "ir_worst_vdd_mv": 0.198,
  "status": "completed",
  "hp-class": "reg -> reg",
  "fin_setup_tns_ns": 0,
  "ys_cells": 418,
  "reg2regPathDepth": 13,
  "r2r_slack_ns": 1.66,
  "top_cell_area_share_pct": 28.1,
  "pin_count": 56,
  "cts_tree": "yes",
  "worstMarginPinSlew_ns": 0.826,
  "wl_met3_microns": 317,
  "min_period_ns": 4.66,
  "ys_seq_share_pct": 28.7,
  "numCtsBuffers": 5,
  "synthArstFlopShare_pct": 0,
  "drv_slew": 0,
  "wl_met2_microns": 3470,
  "holdPathEnd": "ybounce",
  "hold_viol": 0,
  "area_growth_pct": 20.1,
  "drv_cap": 0,
  "pwr-share-seq_pct": 45.2,
  "cts_hold_buf": 0,
  "wirelength_microns": 8180,
  "path_class": "in -> reg",
  "reg2reg_from": "y_location[0]",
  "openroad.warnings": 31,
  "drtPass1Iterations": 21,
  "worstPathMaxFanout": 15,
  "max_freq_mhz": 215,
  "swShare_pct": 33.7,
  "ys_top_cells_by_area": "edfxtp_1, ha_1, xnor2_1",
  "grt_pass1_wl_microns": 13800,
  "fp_util_pct": 51.5,
  "num_rows": 31,
  "antenna-diode-count": 0,
  "routed.top_layer": "met4",
  "remaining_drc_errors": 0,
  "crit_path_start_kind": "input pin",
  "die_area_sq_mm": 0.00782,
  "end_kind": "register",
  "max-slew-margin-rel_pct": 44.7,
  "wl_per_cell_microns": 14.3,
  "drtAntennaViolNets": 0,
  "grt_max_degree": 16,
  "numSynthFlops": 36,
  "grt-ovfl-total": 0,
  "pre_cts_slack_ns": 0.803,
  "drt-vias-per-instance": 5.59,
  "clkLatencyLatePin_ns": 0.29,
  "min_path_cells": 1,
  "synth_cell_types": 58,
  "die_w_microns": 88.4,
  "initialDrtViolationCount": 111,
  "finalClockPeriodUsage_pct": 80.3,
  "edf_count": 35,
  "cts_sinks": 36,
  "worstSetupStartpoint": "rpad[0]",
  "clk_path_buf_depth": 2,
  "cts_resized": 0,
  "grt.total_usage_pct": 23.4,
  "syn_avg_cell_area_sq_um": 8.94,
  "yosysWarnings": 1,
  "met1Wirelength_microns": 4330,
  "antenna_found_initial": 0,
  "dp.cells": 564,
  "syn_inst": 418,
  "syn_area_sq_mm": 0.00374,
  "clock_skew_ns": 0.00519,
  "num_vias": 3197,
  "setup_viol": 0,
  "root_buffer": "clkbuf_8",
  "ff_type": "edfxtp_1",
  "fin_cells": 572,
  "min-delay-start": "ybounce",
  "htreeDepth": 2,
  "p_clk_share_pct": 22.7,
  "drive_gt1_share_pct": 6.13,
  "hpwl_microns": 6460,
  "critPathRequiredTime_ns": 5.66,
  "globalplace.congestion": 0.876,
  "fp.dieH_microns": 88.4,
  "crit_arrival_ns": 4.51,
  "grt_pass1_vias": 2942,
  "p_leak_nw": 1.87,
  "coreArea_sq_mm": 0.00725,
  "lay_top_count": "ha_1",
  "internal-power_w": 0.000643,
  "area.combinational_sq_mm": 0.00249,
  "rsz0062_at_grt": "no",
  "synth_area_leader_cell": "edfxtp_1",
  "clk_pin_slew_ns": 0.08,
  "p_comb_share_pct": 32.1,
  "setup_slack_ns": 1.14
}
-- synth_stat cells, drive strengths merged (7+ instances only) --
library cell	count
ha	56
nor2	41
edfxtp	35
inv	35
nand2	30
xnor2	29
a21oi	24
nand3	24
xor2	15
o21ai	12
a21o	7
and3	7
clkbuf	7
nor3	7
-- power by group through the flow --
stage	Clock (W)	Sequential, W	Combinational (W)
6_report	0.000220	0.000438	0.000311
4_1_cts	0.000227	0.000436	0.000314
5_1_grt	0.000237	0.000448	0.000359
-- worst max-delay path, stage by stage --
cell and delay (ns):
clkdlybuf4s50_1 0.47, ha_1 0.25, o21a_1 0.21, o21ai_0 0.24, and2_1 0.20, nor2_1 0.06
xnor2_1 0.12, ha_1 0.26, and2_1 0.13, o2111ai_1 0.11, a211oi_1 0.19, o32ai_1 0.16
a32oi_2 0.16, buf_4 0.26, nand3_1 0.51
-- layer usage --
layer | vias to the layer above | global-route usage (%)
li1 | 1647 | -
met1 | 1485 | 40.6
met2 | 60 | 34.2
met3 | 5 | 2.84
met4 | 0 | 1.91
met5 | - | 0
-- cell families (layout without fill, tap and decap cells) --
| logic type | after synthesis | count (layout) | share of synthesized area [%] |
|---|---|---|---|
| fa+ha+maj | 57 | 57 | 19.3 |
| simple gates | 142 | 142 | 19.4 |
| flops | 36 | 36 | 28.7 |
| compound gates | 95 | 95 | 17.7 |
| buf+inv | 44 | 99 | 4.66 |
| xor+xnor | 44 | 44 | 10.3 |
-- flip-flops by register name, summed over array words and instances (netlist names) --
signal and flops:
out_score 14, y_location 10, xbounce 1, x_location 10, ybounce 1
-- worst max-delay path by stage --
stage                 slack, ns  depth (start not counted)            end
after CTS                  1.11                         15   out_score[7]
after global routing       0.75                         15   out_score[3]
final                      1.14                         15  out_score[11]
-- area by class of cell --
cell class	count	area share, %
multi-input cells	338	55.5
flip-flops and latches	36	23.9
repair buffers	56	12.4
inverters	35	2.93
well taps	99	2.76
clock buffers	5	1.53
clock inverters	3	0.948
-- through the flow --
stage / hold slack [ns] / total power, W / area [sq um] / util, %
6_report: 0.604 / 0.000969 / 4490 / 61.9
5_1_grt: 0.642 / 0.00104 / 4490 / 61.9
4_1_cts: 0.606 / 0.000977 / 4490 / 61.9
3_5_place_dp: 0.589 / 0.000753 / 4380 / 60.3
3_3_place_gp: 0.582 / 0.000752 / 4380 / 60.3
2_1_floorplan: 0.561 / 0.000616 / 3740 / -
Power is estimated from default activity; no workload was simulated.

[flow/run.sh]
#!/bin/bash
# OpenROAD 26Q1-2900-gdf79404cd8, Yosys 0.63+post, stock flow scripts
make -C /OpenROAD-flow-scripts/flow DESIGN_CONFIG=/design/flow/config.mk WORK_HOME=/design/flow/orfs finish
[flow/config.mk]
export PLATFORM = sky130hd
export DESIGN_NAME = makebox
export DESIGN_NICKNAME = makebox
export VERILOG_FILES = /design/flow/design.v
export SDC_FILE = /design/flow/constraint.sdc
export NUM_CORES = 4
export LEC_CHECK = 1
export CORE_AREA = 10 10 93 93
export DIE_AREA = 0 0 103 103
[flow/constraint.sdc]
current_design makebox

set clk_period 9.2
set clk_io_pct 0.2

create_clock -name clk0 -period $clk_period

set non_clock_inputs [all_inputs -no_clocks]
set_input_delay [expr $clk_period * $clk_io_pct] -clock clk0 $non_clock_inputs
set_output_delay [expr $clk_period * $clk_io_pct] -clock clk0 [all_outputs]
[flow/design.v]
module VGA_video_top(CLOCK_50, 
                VGA_R, VGA_G, VGA_B, VGA_HS,
					 VGA_VS, LEDG, ORG_BUTTON, HEX0_D,
					 HEX1_D, HEX2_D, HEX3_D);
input		wire			CLOCK_50;
output 	wire	[0:0]	LEDG;
input		wire	[2:0] ORG_BUTTON;
output	wire	[6:0] HEX0_D;			 
output	wire	[6:0] HEX1_D;			 
output	wire	[6:0] HEX2_D;			 
output	wire	[6:0] HEX3_D;			 
output	wire	[3:0]		VGA_R;		 
output	wire	[3:0]		VGA_G;		 
output	wire	[3:0]		VGA_B;		 
output	wire	[0:0]		VGA_HS;		 
output	wire	[0:0]		VGA_VS;		 
wire			[9:0]		X_pix;			 
wire			[9:0]		Y_pix;			 
wire			[0:0]		H_visible;		 
wire			[0:0]		V_visible;		 
wire			[0:0]		pixel_clk;		 
wire			[9:0]		pixel_cnt;		 
reg			[11:0]	pixel_color;	 
reg gameclock;
wire 			[9:0] 	ballx;			 
wire 			[9:0] 	bally;
wire 			[9:0] 	leftpaddle;		 
wire 			[9:0] 	rightpaddle;
reg 			[13:0]	curr_score;		 
reg 			[15:0]	bcd_score;		 
wire 						isball;			 
wire 						islpaddle;		 
wire 						isrpaddle;		 
clockdivider gameclock1(
	.in_clk(CLOCK_50),
	.out_clk(gameclock)
	);
moveball movetheball(
	.clk(gameclock), 
	.lpad(leftpaddle),
	.rpad(rightpaddle),
	.x_location(ballx), 
	.y_location(bally),
	.out_score(curr_score),
	);
makebox makeball(
	.x_pix(X_pix),
	.y_pix(Y_pix),
	.width(10'd30),
	.height(10'd30),
	.x_loc(ballx),
	.y_loc(bally),
	.box(isball)
	);
BCD_CONV convertscore(
	.bin(curr_score),
	.BCD(bcd_score),
	.CLK(gameclock)
	);
BCD_Display ones (
	.d(bcd_score[3:0]),
	.seg(HEX0_D)
	);
BCD_Display tens (
	.d(bcd_score[7:4]),
	.seg(HEX1_D)
	);
BCD_Display hunds (
	.d(bcd_score[11:8]),
	.seg(HEX2_D)
	);
BCD_Display thousands (
	.d(bcd_score[15:12]),
	.seg(HEX3_D)
	);	
movepaddle moveleft(
	.up(ORG_BUTTON[0]),
	.down(ORG_BUTTON[2]),
	.clk(gameclock),
	.paddlepos(leftpaddle)
	);
movepaddle moveright(
	.up(ORG_BUTTON[2]),
	.down(ORG_BUTTON[0]),
	.clk(gameclock),
	.paddlepos(rightpaddle)
	);
makebox makeleftpaddle(
	.x_pix(X_pix),
	.y_pix(Y_pix),
	.width(10'd10),
	.height(10'd100),
	.x_loc(0),
	.y_loc(leftpaddle),
	.box(islpaddle)
	);
makebox makerightpaddle(
	.x_pix(X_pix),
	.y_pix(Y_pix),
	.width(10'd10),
	.height(10'd100),
	.x_loc(605),
	.y_loc(rightpaddle),
	.box(isrpaddle)
	);
always @(posedge pixel_clk)
	begin
		if(isball || islpaddle || isrpaddle) pixel_color <= 12'b1111_1111_1111;
		else pixel_color <= 12'b0001_0001_0001;
	end
		DE0_VGA VGA_Driver
		(
			.clk_50(CLOCK_50),
			.pixel_color(pixel_color),
			.VGA_BUS_R(VGA_R), 
			.VGA_BUS_G(VGA_G), 
			.VGA_BUS_B(VGA_B), 
			.VGA_HS(VGA_HS), 
			.VGA_VS(VGA_VS), 
			.X_pix(X_pix), 
			.Y_pix(Y_pix), 
			.H_visible(H_visible),
			.V_visible(V_visible), 
			.pixel_clk(pixel_clk),
			.pixel_cnt(pixel_cnt)
		);
endmodule
module makebox(
	input [9:0] x_pix,
	input [9:0] y_pix,
	input [9:0] width,
	input [9:0] height,
	input [9:0] x_loc,
	input [9:0] y_loc,
	output wire box
	);
	assign box = ((x_pix > x_loc) && (x_pix < (x_loc + width)) && (y_pix > y_loc) && (y_pix < (y_loc + height))) ? 1 : 0;
endmodule
==> summary.txt <==
Flow results.

- The worst setup path is launched from an input port.
- After layout, the design draws a total of around 0.00014 W.
- Per the OpenROAD floorplan log, the area of the die is about 11000 µm².
- For this run, the total global-route usage over all layers was measured as 0.0849.
- The area of the core is around 6800 µm².
- The number of antenna violations at the first check in global routing was 0.
- The HPWL after detailed placement is approximately 4300 µm.
- Max-slew check failures listed in the final report amount to 0.
- Per STA, the worst path accumulates the most delay in the family AND-OR/OR-AND gates.
- Registers take 0 µm².
- The share of the yosys chip area belonging to registers is 0.
- Per the post-synthesis report, the number of cells in the design is between 200 and 250.
- The y dimension of the die is a little over 100 µm.
- The most critical hold endpoint after final layout shows a slack of 4.91 ns.
- The first global-routing pass estimated 7470 µm of wire.
- Yosys stat counts 213 cells in the synthesized netlist.
- The count of buffers added on input and output ports is slightly above 60.
- The most numerous logic cell after layout is clkdlybuf4s50_1.
- The post-route non-filler standard cell count is between 300 and 400.
- In this run the count of I/O pins placed on the die edge is 61.
- The worst pin sits at a relative slew slack of 0.699.
- The count of standard-cell rows is 30.
- The initial DRC count is 28.
- The maximum number of pins on one net before global-route repair is 7.
- Setup repair after global routing left no endpoint under its margin.
- Per the layout report, the design carries 0 clock buffers.
- The instance count after placement with tap cells included is 354.
- After clock tree synthesis, the repair step resized 0 gates.
- The maximum clock frequency is roughly 0.14 GHz.
- The data required time of the worst path is between 7 and 8 ns.
- The final cell utilization of the core is 0.348.
- On the critical path, the stage with the largest delay is an instance of clkdlybuf4s50_1.
- The weighted congestion at the end of routability-driven global placement is between 0.8 and 0.9.
- The final hold violation count recorded for this run is 0.
- The largest single stage delay on the critical path is approximately 0.54 ns.
- The number of warnings issued by yosys is 0.
- The final antenna diode tally reported by the flow is 0.
- The final report lists the setup-violating endpoint count as 0.
- The netlist area before placement is roughly 1600 µm².
- According to the hold report, the worst path is of the input port to output pin type.
- The flow ran to the end, and the final reports show no timing, DRC or antenna violations.
- The report lists the cells along the critical path as clkdlybuf4s50_1 -> ha_1 -> a21oi_2 -> o211ai_2 -> or4_4 -> a2111o_1 -> o211ai_1 -> ha_1 -> a2111oi_0 -> nand4_1 -> nor4_1 -> clkdlybuf4s50_1.
- The detailed router reported a total wirelength of 4510 µm.
- Buffers inserted to repair hold after CTS numbered 0.
- The wire length per cell is approximately 13 µm.
- Data arrives at the worst endpoint at approximately 5.6 ns.
- The via count of the first global-routing pass was 1705.
- The capturing element type of the critical path is an output pin.
- The average instance in the mapped netlist occupies a little under 8 µm².
- The count of max-cap constraint violations is 0.
- In the layout the commonest cells are 61 x clkdlybuf4s50_1, 56 x ha_1, 27 x inv_1.
- The accumulated negative setup slack is 0 ns.
- The maximum resistive drop on vdd is approximately 0.000019 V.
- From left edge to right edge, the die measures roughly 100 µm.
- The clock period minus worst slack is ~7.4 ns.
- According to the Yosys statistics, the synthesized design has a chip area of about 1600 µm².
- The growth of design area from synthesis to finish is 43.3%.
- The setup path with the least slack is of type input port to output pin.
- Per the final layout report, the fraction of cells sized above drive strength 1 comes to 0.0146.
- The power per cell area is between 50 and 60 nW/µm².
- After detailed routing, the number of remaining DRC violations is 0.
- The number of distinct library cell variants in the gate-level netlist after synthesis is 31.
- The first-pass iteration count of the detailed router is 4.
- The number of nets with antenna violations after routing is 0.
- The total number of vias is roughly 1600.
- The routed design shows a via density per instance of around 4.6.
- Per the repair_timing log after CTS, setup buffers inserted total 0.
- The share of the core area taken by cells at floorplan is 0.243.
- The transition time recorded at the tightest slew-check pin is ~0.44 ns.
- The maximum fanout count along the critical path is 2.
- The number of OpenROAD warnings is 32.
- Per the OpenROAD power report, leakage power amounts to roughly 1.1 nW.
- The total global routing overflow is 0.
- The design has 0 sequential cells.
- The number of buffers and inverters on the critical path is 2.
- Post-route period utilization is reported as 0.805.
## power by group
group / total (W) / switching [W] / internal (W)
sequential: 0 / 0 / 0
clock: 0 / 0 / 0
combinational: 0.000137 / 0.0000636 / 0.0000734
## Yosys cell counts (all sizes together)
cell,number,area [µm²]
a2111o,2,22.5
a2111oi,4,35.0
a211oi,2,15.0
a21boi,1,7.51
a21o,7,52.6
a21oi,14,77.6
a221oi,1,8.76
a22o,1,8.76
a2bb2oi,1,8.76
and3,2,12.5
fa,2,40.0
ha,56,701
inv,27,101
nand2,9,33.8
nand2b,4,25.0
nand3,10,50.1
nand4,6,37.5
nor2,14,52.6
nor2b,5,31.3
nor3,7,35.0
nor4,3,18.8
o211ai,5,42.5
o21ai,8,40.0
o22ai,2,12.5
or3,2,12.5
or4,2,18.8
xnor2,2,17.5
xor2,14,123
## kinds of logic after synthesis
| family | share of synthesized area |
|---|---|
| AND-OR/OR-AND | 0.202 |
| buffers and inverters | 0.0617 |
| AND/OR/NAND/NOR | 0.200 |
| adder cells (fa/ha/maj) | 0.451 |
| XOR/XNOR | 0.0854 |
## cell type report
| cell class | count | area, µm² |
|---|---|---|
| Fill cell | 697 | 4400 |
| Inverter | 27 | 101 |
| Multi-Input combinational cell | 186 | 1540 |
| Tap cell | 80 | 100 |
| Timing Repair Buffer | 61 | 611 |
## through the flow
step	worst slack, ns	area, µm²
final	1.79	2350
after CTS	1.75	2350
after floorplan	3.22	1640
after global routing	1.58	2350
after detailed placement	1.75	2350
after global placement	1.76	2350
## worst paths after layout
kind	start	to	cells after the start
max	width[1]	box	12
min	y_pix[9]	box	6
## metal layers
layer / vias up / global-route usage / share of wire / routed length [µm]
met1: 690 / 0.119 / 0.50 / 2230
met4: 0 / 0 / 0 / 0
li1: 915 / - / - / -
met5: - / 0 / 0 / 0
met3: 0 / 0.0162 / 0.065 / 292
met2: 32 / 0.140 / 0.44 / 1980
No activity file was given, so power comes from the tool's default toggle rates.

<file path="/design/flow/config.mk">
export PLATFORM = sky130hd
export DESIGN_NAME = BCD_CONV
export DESIGN_NICKNAME = BCD_CONV
export VERILOG_FILES = /design/flow/design.v
export SDC_FILE = /design/flow/constraint.sdc
export NUM_CORES = 4
export LEC_CHECK = 1
export CORE_UTILIZATION = 30
</file>
<file path="/design/flow/constraint.sdc">
current_design BCD_CONV

set clk_period 13.0
set clk_io_pct 0.2

create_clock -name clk0 -period $clk_period [get_ports {CLK}]

set non_clock_inputs [all_inputs -no_clocks]
set_input_delay [expr $clk_period * $clk_io_pct] -clock clk0 $non_clock_inputs
set_output_delay [expr $clk_period * $clk_io_pct] -clock clk0 [all_outputs]
</file>
<file path="/design/flow/design.v">
module BCD_CONV(
	input [13:0] bin,
	output [15:0] BCD,
	input CLK
);
	reg [29:0] WS;
	reg [3:0] i;
	assign BCD = WS[29:14];
	always @(posedge CLK) begin
		WS[29:14] = 12'b0;
		WS[13:0] = bin[13:0];
		for(i = 0; i < 14; i=i+1) begin
			if(WS[17:14] > 4'b0100) begin
				WS[17:14] = WS[17:14] + 2'b11;
			end
			if(WS[21:18] > 4'b0100) begin
				WS[21:18] = WS[21:18] + 2'b11;
			end
			if(WS[25:22] > 4'b0100) begin
				WS[25:22] = WS[25:22] + 2'b11;
			end
			if(WS[29:26] > 4'b0100) begin
				WS[29:26] = WS[29:26] + 2'b11;
			end
			WS = WS << 1;
		end
	end
endmodule
</file>
<file path="/design/flow/run.sh">
#!/bin/bash
# OpenROAD 26Q1-2900-gdf79404cd8, Yosys 0.63+post, stock flow scripts
make -C /OpenROAD-flow-scripts/flow DESIGN_CONFIG=/design/flow/config.mk WORK_HOME=/design/flow/orfs finish
</file>
==> summary.log <==
qor: outcome.status complete, no violations
qor: job.tool_warnings 36
qor: power_and_ir_drop.total_power 1070 µW
qor: worst_setup_path.critical-path-slowest-cell sky130_fd_sc_hd__clkdlybuf4s50_1
qor: floorplan.die_width 119 µm
qor: clocking.cts_sinks 16
qor: timing.final_min_period_over_clock_period 78.4%
qor: detailed_routing.totalWireLength 10.5 mm
qor: clocking.postCtsSetupBuffers 0
qor: place.finalWeightedCongestion 0.886
qor: synthesis.synth.top_cell.area_share 7.75%
qor: grt.first_global_vias 3,910
qor: timing.tns 0 ns
qor: hold_path.type_of_the_worst_min_delay_path primary input to register
qor: worst_setup_path.critPathKind primary input to register
qor: detailed_routing.postRouteAntennaNets 0
qor: synthesis.ys_types 106
qor: detailed_routing.detailedRoute.firstPassIterationCount 6
qor: floorplan.placementRows 42
qor: timing.slew-limit-headroom 48.4%
qor: grt.pin_count_of_the_biggest_net_entering_global_routing 27
qor: synthesis.postSynth.asyncResetShare 0%
qor: synthesis.yosysCellCount 551
qor: detailed_routing.vias_per_cell 5.97
qor: synthesis.synth_chip_area 0.00413 mm²
qor: synthesis.synth-edff-count 0
qor: timing.timing.final.setup_violations 0
qor: final_layout.layout.cell_area.non_filler 0.00460 mm²
qor: clocking.tritoncts built
qor: worst_setup_path.critical_path.most_common_cell sky130_fd_sc_hd__ha_1
qor: grt.gr-total-overflow 0
qor: power_and_ir_drop.leakagePower 0.00168 µW
qor: worst_setup_path.worstPathArrival 10.37 ns
qor: floorplan.floorplan_core_density 31.0%
qor: clocking.postCtsResizedCells 0
qor: place.dp_hpwl 7.84 mm
qor: synthesis.synthesis.area_per_instance 7.50 µm²
qor: floorplan.core_area 0.0133 mm²
qor: timing.maxClockFrequency 0.0981 GHz
qor: job.drv.max_cap_violation_count 0
qor: clocking.cts_root_buffer sky130_fd_sc_hd__clkbuf_16
qor: timing.finalWorstPathRequiredPeriod 10.20 ns
qor: clocking.clkTransAtPathRegs 0.05 ns
qor: detailed_routing.drt_iter0_markers 312
qor: synthesis.yosys_warnings 1
qor: floorplan.die_height 119 µm
qor: place.placement.io_buffers 30
qor: detailed_routing.drt-wirelength-per-cell 14.4 µm
qor: grt.antenna_violations_before_repair 0
qor: worst_setup_path.kind_of_launch_point_of_the_worst_setup_path primary input
qor: synthesis.post-synth-top-area-cell sky130_fd_sc_hd__dfxtp_1
qor: clocking.maximum_buffer_depth_of_the_clock_tree 2
qor: synthesis.post_synth_main_area_contributors sky130_fd_sc_hd__dfxtp_1, sky130_fd_sc_hd__ha_1, sky130_fd_sc_hd__a21oi_1
qor: detailed_routing.antenna_diode_count 0
qor: final_layout.final_layout_size_suffix_gt1_share 12.6%
qor: floorplan.die_area 0.0142 mm²
qor: synthesis.flop_cell sky130_fd_sc_hd__dfxtp_1
qor: detailed_routing.route.detailed.drc 0
qor: timing.hold_violations 0
qor: synthesis.top_cell sky130_fd_sc_hd__nand2_1
qor: worst_setup_path.setup.worst_path.end_class register
qor: clocking.htree_levels 1
qor: synthesis.syn-cell-area 0.00413 mm²
qor: grt.globalRouteTotalUtil 15.1%
qor: final_layout.largest_register_ff_count 16
qor: synthesis.cells_after_synth 551
qor: timing.final-max-slew-violation-count 0
qor: place.dpl_cell_area 0.00451 mm²
qor: synthesis.postSynthSeqShare 7.75%
qor: detailed_routing.num_vias 4,370
qor: synthesis.top_cells_by_count sky130_fd_sc_hd__nand2_1, sky130_fd_sc_hd__nor2_1, sky130_fd_sc_hd__a21oi_1
qor: worst_setup_path.worstPathRequired 13.18 ns
qor: clocking.hold_buffer_count_at_cts 0
qor: final_layout.areaGrowthSynthToFinish 11.3%
qor: worst_setup_path.worst_path_largest_cell_delay 0.63 ns
qor: power_and_ir_drop.power.density_cell_area 232 mW/mm²
qor: timing.rsz_0062_raised_after_global_routing no
qor: timing.worst-slew-pin-transition 0.772 ns
qor: worst_setup_path.timing.critical_path.fanout_max 12
qor: grt.grt_first_pass_wirelength 18.3 mm
qor: floorplan.top_level_ports 31
qor: clocking.cts_buffers 3
qor: synthesis.synth-seq-cells 16
qor: power_and_ir_drop.vdd.ir_drop.worst 130 µV
-- cells in the final DEF, fill, tap and decap left out, types with 6 or more instances in the layout --
cell type                         netlist  routed
sky130_fd_sc_hd__a211oi_1              16      16
sky130_fd_sc_hd__a21o_1                 6       6
sky130_fd_sc_hd__a21oi_1               33      33
sky130_fd_sc_hd__a31oi_1                9       9
sky130_fd_sc_hd__and3_1                 7       7
sky130_fd_sc_hd__clkdlybuf4s50_1        0      30
sky130_fd_sc_hd__dfxtp_1               16      16
sky130_fd_sc_hd__ha_1                  20      20
sky130_fd_sc_hd__inv_1                 22      22
sky130_fd_sc_hd__mux2_2                 7       7
sky130_fd_sc_hd__mux2i_1               15      15
sky130_fd_sc_hd__nand2_1               43      43
sky130_fd_sc_hd__nand2b_1               7       7
sky130_fd_sc_hd__nand3_1               30      30
sky130_fd_sc_hd__nor2_1                35      35
sky130_fd_sc_hd__nor3_1                22      22
sky130_fd_sc_hd__o211ai_1              10      10
sky130_fd_sc_hd__o21ai_0               29      29
sky130_fd_sc_hd__o31ai_1                6       6
sky130_fd_sc_hd__xnor2_1               15      15
-- critical path, delay by kind of cell --
kind,cells,cell delay [ns]
adders and majority gates,6,1.61
and+or+nand+nor,5,1.31
muxes,3,1.02
buffers and inverters,5,0.99
xor gates and xnor gates,2,0.42
AOI/OAI and AO/OA,9,2.44
-- report_power, final --
part           leakage (µW)  switching, µW  internal [µW]
Sequential         0.000134           5.68           81.9
Clock             0.0000442           19.1           46.7
Combinational       0.00150            514            399
Total               0.00168            539            528
-- layout make-up --
cell class	count	area, µm²
clock buffers	4	88.8
fillers	1420	8750
inverters	24	90.1
well taps	176	220
repair buffers	35	338
multi-input cells	477	3540
flip-flops and latches	16	320
-- final timing paths --
| path | start | end | slack (ns) | depth (start not counted) |
|---|---|---|---|---|
| max | bin[11] | WS[24] | 2.80 | 30 |
| min | bin[0] | WS[14] | 2.80 | 1 |
-- layer usage --
metal	GRT usage [%]	wire length, µm	up-vias
li1	-	-	2174
met1	22.8	5250	2072
met2	24.4	4830	120
met3	1.32	415	4
met4	1.25	21	0
met5	0	0	-
-- through the flow --
step | worst slack, ns | util [%] | std cells | hold slack (ns)
6_report | 2.80 | 34.5 | 732 | 2.80
5_1_grt | 2.12 | 34.5 | 732 | 2.81
4_1_cts | 2.84 | 34.5 | 732 | 2.80
3_5_place_dp | 2.67 | 33.8 | 728 | 3.06
3_3_place_gp | 2.80 | 33.8 | 728 | 3.05
2_1_floorplan | 4.31 | - | 551 | 2.63
-- cells by family after synthesis --
kind of cell	share of synthesized area (%)
multiplexers	7.33
flip-flops	7.75
adder cells (fa/ha/maj)	6.33
AND-OR/OR-AND	43.5
AND/OR/NAND/NOR	23.2
XOR/XNOR	5.39
buffers and inverters	6.54
Power figures rest on the tool's default switching activity, not on a simulated workload.
